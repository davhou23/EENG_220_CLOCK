**flow/config.mk**
```make
export PLATFORM = sky130hd
export DESIGN_NAME = clock
export DESIGN_NICKNAME = clock
export VERILOG_FILES = /design/flow/design.v
export SDC_FILE = /design/flow/constraint.sdc
export NUM_CORES = 4
export LEC_CHECK = 1
export CORE_UTILIZATION = 50
```
**flow/constraint.sdc**
```tcl
current_design clock

set clk_period 5.7
set clk_io_pct 0.2

create_clock -name clk0 -period $clk_period [get_ports {CLK}]

set non_clock_inputs [all_inputs -no_clocks]
set_input_delay [expr $clk_period * $clk_io_pct] -clock clk0 $non_clock_inputs
set_output_delay [expr $clk_period * $clk_io_pct] -clock clk0 [all_outputs]
```
**flow/design.v**
```verilog
module clock(CLK, SWITCH, SW_IN, SET, TS_STATE, AS_STATE, Q_HOUR_ONE, Q_HOUR_TEN, Q_MIN_ONE, Q_MIN_TEN, Q_SEC_ONE, Q_SEC_TEN, QA_MIN_ONE, QA_MIN_TEN, QA_HOUR_ONE, QA_HOUR_TEN, A_ENABLE, B);
	input CLK, SWITCH, A_ENABLE, AS_STATE, TS_STATE, SET;
	input [7:0] SW_IN;
	output reg B;
	output [3:0] Q_HOUR_ONE, Q_HOUR_TEN, Q_MIN_ONE, Q_MIN_TEN, Q_SEC_ONE, Q_SEC_TEN, QA_MIN_ONE, QA_MIN_TEN, QA_HOUR_ONE, QA_HOUR_TEN;
	reg [7:0] SEC = 8'b00000000;
	reg [7:0] MIN = 8'b00000000;
	reg [7:0] HOUR = 8'b00010010; 
	reg [7:0] A_HOUR = 8'b00000110, 
			  A_MIN = 8'b00110000;
	reg [26:0] slow, a_slow;
	reg alarm_on, buzzer_on;
	always@(posedge CLK) begin
		if (~SET) begin
			if (TS_STATE)begin
				if(SWITCH)
					MIN <= SW_IN;
				else
					HOUR <= SW_IN;
			end
			else if (AS_STATE) begin
				if (SWITCH)
					A_MIN <= SW_IN;
				else
					A_HOUR <= SW_IN;
			end
		end
		if (!(TS_STATE||AS_STATE))begin
			slow <= slow + 1'b1;
			if (slow == 49999999) begin
				slow <= 0;
			end
			if (slow == 0) begin
				if (SEC == 8'b01011001) begin
					if (MIN == 8'b01011001)begin
						if (HOUR == 8'b00010010)begin
							SEC <= 8'b00000000;
							MIN <= 8'b00000000;
							HOUR <= 8'b00000001;
						end
						else if (HOUR[3:0] == 8'b00001001) begin
							HOUR[3:0] <= 0;
							HOUR[7:4] <= 1;
						end
						else begin
							HOUR <= HOUR + 1;
						end
						MIN <= 0;
					end
					else if (MIN[3:0] == 8'b00001001) begin
						MIN[3:0] <= 0;
						MIN[7:4] <= MIN[7:4] + 1;
					end
					else begin
						MIN <= MIN + 1;
					end
					SEC <= 0;
				end
				else if (SEC[3:0] == 8'b00001001)begin
						SEC[3:0] <= 0;
						SEC[7:4] <= SEC[7:4] + 1;
				end
				else begin
					SEC <= SEC + 1;
				end
			end
		end
		if (A_ENABLE)begin
			if (A_MIN == MIN && A_HOUR == HOUR)begin
				alarm_on <= 1;
			end
		end
		else begin
			alarm_on <= 0;
			buzzer_on <= 0;
			B <= 1;
		end
		if (alarm_on)begin
			a_slow <= a_slow + 1;
			if (a_slow == 24999999)begin
				if (buzzer_on)begin
					B <= 0;
					buzzer_on <= 0;
				end
				else begin
					B <= 1;
					buzzer_on <= 1;
				end
				a_slow <= 0;
			end
		end
	end
	assign Q_HOUR_ONE = HOUR[3:0];
	assign Q_HOUR_TEN = HOUR[7:4];
	assign Q_MIN_ONE = MIN[3:0];
	assign Q_MIN_TEN = MIN[7:4];
	assign Q_SEC_ONE = SEC[3:0];
	assign Q_SEC_TEN = SEC[7:4];
	assign QA_HOUR_ONE = A_HOUR[3:0];
	assign QA_HOUR_TEN = A_HOUR[7:4];
	assign QA_MIN_ONE = A_MIN[3:0];
	assign QA_MIN_TEN = A_MIN[7:4];
endmodule 
```
**flow/run.sh**
```bash
#!/bin/bash
# OpenROAD 26Q1-2900-gdf79404cd8, Yosys 0.63+post, stock flow scripts
make -C /OpenROAD-flow-scripts/flow DESIGN_CONFIG=/design/flow/config.mk WORK_HOME=/design/flow/orfs finish
```
==> results.json <==
{
  "outcome": "finished, final reports clean",
  "crit_fanout": 9,
  "fin_crit_sh_pct": 53.87,
  "ios": 55,
  "crit_type": "in -> reg",
  "hold_buffers": 0,
  "critPathBufInv": 1,
  "reg2reg_depth": 7,
  "final_core_util_pct": 60.45,
  "placed_area_sq_um": 6003,
  "finalSetupTns_ns": 0,
  "dp_cells": 686,
  "warnings": 31,
  "cts_tree": "built",
  "finalPower_mw": 1.487,
  "crit_family": "simple AND/OR/NAND/NOR gates",
  "async_reset_ff_share_pct": 0,
  "syn_area_sq_um": 5275,
  "instances_no_fill": 702,
  "p_leak_nw": 2.091,
  "peakVddDrop_uv": 172.0,
  "synth_sequential_area_ratio_pct": 51.61,
  "grt_pass1_wl_mm": 18.37,
  "cts_num_sinks": 97,
  "port_buffers": 54,
  "maxSlewHeadroom_pct": 44.99,
  "slowest_delay_ns": 0.55,
  "yosys_area_sq_um": 5275,
  "post_cts_buffers": 0,
  "yosysUniqueCellTypes": 54,
  "area_growth_pct": 17.77,
  "yosys_most_used_dff": "edfxtp_1",
  "clkPwrFrac_pct": 32.1,
  "drc": 0,
  "synth_area_per_cell_sq_um": 10.55,
  "drtIter0Drc": 213,
  "grt_pass1_vias": 3704,
  "worstHoldEndpoint": "B",
  "grt_start_max_net_pins": 28,
  "pwr-share-comb_pct": 10.7,
  "final_area_sq_um": 6212,
  "yosys_cells": 500,
  "die_width_um": 104.7,
  "p_seq_share_pct": 57.3,
  "most-common-layout-cells": "edfxtp_1, clkdlybuf4s50_1, nor2_1, xnor2_1, nand2_1",
  "r2r-start": "SEC[1]",
  "rsz0062_at_grt": "false",
  "path_clk_slew_ns": 0.09,
  "ys_ff": 97,
  "dieArea_sq_um": 10970,
  "drive_gt1_share_pct": 7.067,
  "switchingPower_mw": 0.3547,
  "start_kind": "input pin",
  "diodes": 0,
  "cts_resized": 0,
  "r2r_end": "HOUR[5]",
  "htree_levels": 3,
  "die_h_um": 104.7,
  "powerDensity_nw_per_um2": 239.3,
  "crit_required_ns": 5.94,
  "whs_ns": 0.4618,
  "max_freq_mhz": 325.7,
  "cpMaxStageDelayCell": "nor3_2",
  "post-place-ws_ns": 2.250,
  "fillCellCount": 855,
  "r2r_slack_ns": 3.15,
  "drtPass1Iterations": 5,
  "grt_antenna_before_repair": 0,
  "post-dp-hpwl_mm": 8.080,
  "fp_util_pct": 51.33,
  "grtUsageTotal_pct": 22.17,
  "worst_pin_slew_ns": 0.8176,
  "min_path_type": "reg -> reg",
  "overflow": 0,
  "rows": 37,
  "finClkSkew_ns": 0.01155,
  "drt-vias-per-instance": 5.630,
  "finalWirelength_mm": 11.13,
  "lay_top_count": "edfxtp_1",
  "synth_cells": 500,
  "final_hold_viol_count": 0,
  "clockRootBuffer": "clkbuf_8",
  "worst-endpoint-arrival_ns": 3.31,
  "min_from": "buzzer_on",
  "core_area_sq_um": 10280,
  "synth-edff-count": 78,
  "finalCriticalPeriod_ns": 3.070,
  "wl_per_cell_um": 15.85,
  "ys_warn_count": 1,
  "ant_nets": 0,
  "maxSlewViolCount": 0,
  "p_int_mw": 1.132,
  "path_cells": "clkdlybuf4s50_1 -> nor4_1 -> nand4_1 -> nor3_2 -> nor2_1 -> a221o_1",
  "cp-end-kind": "flip-flop",
  "num_vias": 3952,
  "finalSetupViolCount": 0,
  "setup_ws_ns": 2.630,
  "cts_buffers": 9,
  "cts_buffer_depth": 2,
  "gp_congestion": 0.8581,
  "clk-insertion-delay-late_ns": 0.36,
  "drv_cap": 0,
  "whs_path_depth": 1,
  "p_sw_share_pct": 23.86
}
-- power groups by stage --
| stage | Clock, mW | Sequential (mW) | Combinational (mW) |
|---|---|---|---|
| 4_1_cts | 0.487 | 0.851 | 0.159 |
| 5_1_grt | 0.515 | 0.858 | 0.176 |
| 6_report | 0.477 | 0.851 | 0.159 |
-- layout make-up --
class                   instances  area (sq um)  area share (%)
well taps                     136         170.2           2.739
repair buffers                 62         600.6           9.668
flip-flops and latches         97          2723           43.83
clock buffers                   9         123.9           1.994
inverters                      19         71.32           1.148
clock inverters                 7         85.08           1.370
multi-input cells             372          2439           39.25
-- worst max-delay path by stage --
stage	start	to	slack (ns)	cells past startpoint
final	TS_STATE	HOUR[5]	2.63	6
after global routing	TS_STATE	HOUR[5]	2.36	6
after CTS	TS_STATE	HOUR[5]	2.64	6
-- cells in the mapped netlist, types with 7 or more instances --
library cell	n	area share [%]
and3_1	9	1.1
a21oi_1	7	0.66
mux2i_1	7	1.3
or2_2	7	0.83
nand4_1	23	2.7
nand2_1	40	2.8
inv_1	19	1.4
edfxtp_1	78	44
dfxtp_1	19	7.2
clkbuf_1	9	0.64
nor3_1	8	0.76
xor2_1	14	2.3
nand3_1	32	3.0
xnor2_1	52	8.6
nor4_1	11	1.3
nor2_1	53	3.8
ha_1	11	2.6
and2_1	10	1.2
o21ai_0	14	1.3
-- flip-flops by register name, summed over array words and instances, names as in the netlist --
signal	cells
A_HOUR	8
A_MIN	8
B	1
HOUR	8
MIN	8
SEC	8
a_slow	27
alarm_on	1
buzzer_on	1
slow	27
-- routing by layer --
| layer | global-route usage, % | vias to the layer above | part of all wire (%) |
|---|---|---|---|
| li1 | - | 1960 | - |
| met2 | 31.98 | 109 | 45 |
| met5 | 0 | - | 0 |
| met4 | 2.716 | 0 | 1.0 |
| met1 | 39.83 | 1874 | 49 |
| met3 | 3.113 | 9 | 4.9 |
-- cells by family (layout without fill, tap and decap cells) --
logic type                 after synthesis  count (layout)  synth area share [%]
DFF                                     97              97                 51.61
adders and majority gates               11              11                 2.609
AOI/OAI and AO/OA                       51              51                 6.547
and+or+nand+nor                        235             235                 24.19
muxes                                    9               9                 1.755
buffers and inverters                   31              97                 2.325
xor gates and xnor gates                66              66                 10.96
Power and IR drop assume default switching activity.
